==> design.v <==
module vsync (
    input  i_clk,
    output reg o_vsync,
    output reg o_vde,
    output reg [8:0] o_y
);
localparam vactive      = 272;
localparam vback_porch  = 2;
localparam vsync_len    = 10;
localparam vfront_porch = 2;
localparam maxcount  = vactive + vfront_porch + vsync_len + vback_porch;
localparam syncstart = vactive + vfront_porch;
localparam syncend   = syncstart + vsync_len;
reg [9:0] counter = 0;
always @(posedge i_clk) begin
    if (counter == maxcount - 1)
        counter <= 0;
    else
        counter <= counter + 1'b1;
    o_vsync <= ~(counter >= syncstart & counter < syncend);
    o_y     <= counter[8:0];
    o_vde   <= (counter < vactive);
end
endmodule
==> run.sh <==
#!/bin/bash
# OpenROAD 26Q1-2900-gdf79404cd8, Yosys 0.63+post, stock flow scripts
make -C /OpenROAD-flow-scripts/flow DESIGN_CONFIG=/design/flow/config.mk WORK_HOME=/design/flow/orfs finish
==> config.mk <==
export PLATFORM = sky130hd
export DESIGN_NAME = vsync
export DESIGN_NICKNAME = vsync
export VERILOG_FILES = /design/flow/design.v
export SDC_FILE = /design/flow/constraint.sdc
export NUM_CORES = 4
export LEC_CHECK = 1
export CORE_AREA = 10 10 78 78
export DIE_AREA = 0 0 88 88
==> constraint.sdc <==
current_design vsync

set clk_period 2.0
set clk_io_pct 0.2

create_clock -name clk0 -period $clk_period [get_ports {i_clk}]

set non_clock_inputs [all_inputs -no_clocks]
set_input_delay [expr $clk_period * $clk_io_pct] -clock clk0 $non_clock_inputs
set_output_delay [expr $clk_period * $clk_io_pct] -clock clk0 [all_outputs]
==> notes.md <==
Flow results are below.

- Across the run, the number of max-cap violations was 0.
- Yosys stat counts between 60 and 70 cells in the synthesized netlist.
- The routed layout has a little under 500 vias.
- Counting the warning lines in the Yosys log gives 1.
- The most used logic cell in the final layout is sky130_fd_sc_hd__dfxtp_1, for reference.
- The worst setup margin is between 500 and 600 ps, for reference.
- The switching fraction of total power is 0.1723, for reference.
- Yosys reported a register bit count of 21.
- The final hold violation count is 0, for reference.
- The maximum count of clock buffers along a single path is 2, for reference.
- The run finished with clean final reports.
- The cell count after synthesis came out at between 60 and 70.
- The worst path in the final design needs a cycle of ~1500 ps, including I/O delays and setup.
- The via density per instance is ~3.7, for reference.
- The initial antenna violation count is 0, for reference.
- The post-detailed-routing wire length is roughly 1.2 mm, for reference.
- The final number of max-transition violations is 0, for reference.
- The number of nets still failing antenna checks after routing is 0, for reference.
- The number of global-route vias before repair is 471, for reference.
- The maximum fanout encountered on the critical timing path is 7, for reference.
- The internal power of the cells is 0.5592 mW, for reference.
- Static timing analysis puts the maximum clock frequency at 687.1 MHz.
- For the worst-skew pair, the clock arrives at the later sink with an insertion delay of between 200 and 300 ps.
- The total overflow reported by the global router is 0, for reference.
- The deepest level of the CTS H-tree is 1, for reference.
- The overall power is roughly 0.68 mW, for reference.
- STA classifies the critical path endpoint as a register.
- The number of buffers inserted for hold repair after clock tree synthesis is 0, for reference.
- The kind of cell with the highest combined delay along the critical path is simple AND/OR/NAND/NOR gates.
- The worst hold margin is a little over 400 ps, for reference.
- The worst path buffer plus inverter count is 0, for reference.
- Between the synthesized netlist and the finished layout, the area growth was recorded as 29.83%.
- After clock tree synthesis, the setup repair step added 0 buffers.
- In the global route stage, overall resource usage came out at 0.03306.
- The number of OpenROAD warnings is 27, for reference.
- The pin count of the biggest net entering global routing is 12, for reference.
- Of the available clock period, the critical path in the final layout requires 0.7277.
- The row count is 24, for reference.
- The report lists the power per cell area as just over 700 nW/um2.
- In this run the vertical extent of the chip is a little under 90 um.
- The transition time at the pin with the least slew margin is between 300 and 400 ps, for reference.
- The starting density of the core is 0.1644, for reference.
- The number of DRC markers after the initial detailed-route iteration is around 43, for reference.
- The library cells used most frequently in the layout, excluding fill and tap cells, are 21 x sky130_fd_sc_hd__dfxtp_1, 11 x sky130_fd_sc_hd__clkdlybuf4s50_1, 6 x sky130_fd_sc_hd__nor2_1, 6 x sky130_fd_sc_hd__nand3_1, 5 x sky130_fd_sc_hd__inv_1.
- The largest individual stage delay along the critical path comes from the cell sky130_fd_sc_hd__or4b_4.
- The placeable core area is roughly 4400 um2, for reference.
- Per the post-synthesis stats, the area per cell is 11.00 um2.
- The worst setup path is of the register to register kind.
- The most critical min-delay path falls under register to register.
- After synthesis, the chip area reported by Yosys is between 700 and 800 um2.
- The critical path goes through or4b_4, nor4b_4, nor2_1.
- The width of the die is between 80 and 90 um, for reference.
- The register share after synthesis is 0.5793, for reference.
- The longest incremental delay of any stage on the critical path is reported as approximately 550 ps.
- In the final timing run, aggregate negative setup slack is 0 ps.
- The total die size is between 7000 and 8000 um2, for reference.
- The unique cell type count in the Yosys netlist is 21, for reference.
- The remaining design rule violation count is 0, for reference.
- The worst-case headroom to the max-slew limit is 0.7807, for reference.
- The final number of setup-violating endpoints is 0, for reference.
- STA classifies the critical path startpoint as a register.
- For reference, the clock transition at the flip-flops on the worst setup and hold paths is 70 ps.
- The cell area that synthesis handed to floorplanning was between 700 and 800 um2.
- TritonCTS built the clock tree.
- The final antenna diode count is 0, for reference.
- The minimum setup slack after placement is between 500 and 600 ps, for reference.
- The global placer's final weighted congestion is 0.8393, for reference.
- The portion of total power attributed to the clock network is 0.381, for reference.
- The required time reported for the critical path endpoint is about 2100 ps, for reference.
- Clock skew on the completed layout was measured at roughly 0.77 ps.
- VDD sags by at most 0.2304 mV.
- Data arrives at the worst endpoint at approximately 1600 ps.
- The sequential share of power is 0.619, for reference.
- In the log, the iteration count for the first detailed-route pass is 4.
- The number of buffers inserted by port buffering is 11, for reference.
- The part of the total power dissipated in combinational logic is 0, for reference.
- The number of primary I/O pins is 12, for reference.
- Setup repair after global routing left no endpoint under its margin.
- The root buffer cell chosen for the clock tree is sky130_fd_sc_hd__clkbuf_8.
- The script logs the mean routed wire length per placed instance as 9.197 um.
- The leakage power is 0.3479 nW, for reference.
- The switching power is about 0.12 mW, for reference.
- Counting every sink on the clock net gives 21.
- The first-pass GRT wire length is around 2.1 mm, for reference.
- TritonCTS created 3 clock buffers.
- The layout summary lists the proportion of cells stronger than drive strength 1 as 0.07500.
- The post-cts gate resize count is 0, for reference.
## Yosys cell counts
cell type | number | area share
sky130_fd_sc_hd__xor2_1 | 2 | 0.024
sky130_fd_sc_hd__or4_1 | 1 | 0.010
sky130_fd_sc_hd__and3_1 | 3 | 0.026
sky130_fd_sc_hd__dfxtp_1 | 21 | 0.58
sky130_fd_sc_hd__clkbuf_1 | 1 | 0.0052
sky130_fd_sc_hd__nand3_1 | 6 | 0.041
sky130_fd_sc_hd__o211ai_1 | 1 | 0.010
sky130_fd_sc_hd__nor4b_4 | 1 | 0.033
sky130_fd_sc_hd__and3_2 | 1 | 0.010
sky130_fd_sc_hd__nand2_1 | 2 | 0.010
sky130_fd_sc_hd__o22a_1 | 1 | 0.012
sky130_fd_sc_hd__nor4_1 | 2 | 0.017
sky130_fd_sc_hd__or4b_4 | 1 | 0.019
sky130_fd_sc_hd__inv_1 | 5 | 0.026
sky130_fd_sc_hd__o21ai_0 | 1 | 0.0069
sky130_fd_sc_hd__nand4_1 | 2 | 0.017
sky130_fd_sc_hd__nor2_1 | 6 | 0.031
sky130_fd_sc_hd__ha_1 | 3 | 0.052
sky130_fd_sc_hd__a21oi_1 | 1 | 0.0069
sky130_fd_sc_hd__mux2i_1 | 1 | 0.014
sky130_fd_sc_hd__xnor2_1 | 4 | 0.048
## worst paths after layout
path	endpoint	slack, ps	depth (start not counted)	start
setup / recovery	counter[3]	540	3	counter[7]
hold / removal	o_y[4]	410	0	counter[4]
setup reg to reg	counter[3]	540	3	counter[7]
hold reg to reg	o_y[4]	410	0	counter[4]
## registers in the layout (all words and copies together), names as in the netlist
signal and cells:
counter 10, o_y 9, o_vsync 1, o_vde 1
## cells by family (layout without fill, tap and decap cells)
kind of cell | Yosys count | in the layout | share of synthesized area
simple gates | 25 | 25 | 0.2155
flops | 21 | 21 | 0.5793
xor+xnor | 6 | 6 | 0.07241
buf+inv | 6 | 20 | 0.03103
compound gates | 4 | 4 | 0.03620
fa+ha+maj | 3 | 3 | 0.05173
mux | 1 | 1 | 0.01379
## layer usage
layer / GRT usage / wire (um)
met1: 0.04176 / 543
met2: 0.04894 / 530
met3: 0.01684 / 129
met4: 0.008696 / 10
met5: 0 / 0
## final cells by class
cell class              count  area, um2
fillers                   456       3472
flip-flops and latches     21      420.4
multi-input cells          39      282.8
repair buffers             11      110.1
well taps                  52      65.06
clock buffers               4      45.04
inverters                   5      18.77
## through the flow
step,std cells,util,cell area [um2]
CTS,132,0.2134,942.2
global route,132,0.2134,942.2
floorplan,66,-,725.7
detailed placement,128,0.2032,897.1
finish,132,0.2134,942.2
global placement,128,0.2032,897.1
## power by group through the flow
stage         Combinational, mW  Sequential, mW  Clock, mW
finish              0.000000156           0.418      0.258
global route        0.000000156           0.418      0.294
CTS                 0.000000156           0.418      0.270
Power figures rest on the tool's default switching activity, not on a simulated workload.
