$ cat flow/config.mk
export PLATFORM = sky130hd
export DESIGN_NAME = hsync
export DESIGN_NICKNAME = hsync
export VERILOG_FILES = /design/flow/design.v
export SDC_FILE = /design/flow/constraint.sdc
export NUM_CORES = 4
export LEC_CHECK = 1
export CORE_AREA = 10 10 79 79
export DIE_AREA = 0 0 89 89
$ cat flow/run.sh
#!/bin/bash
# OpenROAD 26Q1-2900-gdf79404cd8, Yosys 0.63+post, stock flow scripts
make -C /OpenROAD-flow-scripts/flow DESIGN_CONFIG=/design/flow/config.mk WORK_HOME=/design/flow/orfs finish
$ cat flow/constraint.sdc
current_design hsync

set clk_period 1.7
set clk_io_pct 0.2

create_clock -name clk0 -period $clk_period [get_ports {i_clk}]

set non_clock_inputs [all_inputs -no_clocks]
set_input_delay [expr $clk_period * $clk_io_pct] -clock clk0 $non_clock_inputs
set_output_delay [expr $clk_period * $clk_io_pct] -clock clk0 [all_outputs]
$ cat flow/design.v
module hsync (
    input  i_clk,
    output reg o_hsync,
    output reg o_hde,
    output reg [8:0] o_x
);
localparam hactive      = 480;
localparam hback_porch  = 2;
localparam hsync_len    = 41;
localparam hfront_porch = 2;
localparam maxcount  = hactive + hfront_porch + hsync_len + hback_porch;
localparam syncstart = hactive + hfront_porch;
localparam syncend   = syncstart + hsync_len;
reg [9:0] counter = 0;
always @(posedge i_clk) begin
    if (counter == maxcount - 1)
        counter <= 0;
    else
        counter <= counter + 1'b1;
    o_hsync <= ~(counter >= syncstart & counter < syncend);
    o_x     <= counter[8:0];
    o_hde   <= (counter < hactive);
end
endmodule
==> GITHUB_STEP_SUMMARY <==
### Metrics collected by this job

| Metric | Value |
|---|---|
| Initial antenna violation count | 0 |
| Post-route ant nets | 0 |
| Design area | about 930 um2 |
| Clk pin slew, worst setup/hold paths | around 0.070 ns |
| Worst setup margin | approximately 0.19 ns |
| Critical path peak fanout | 6 |
| Drt first pass iters | 4 |
| Ratio of cells with drive above 1 in the final layout | ~7.7% |
| Final min period | roughly 1.5 ns |
| Final setup TNS | 0 ns |
| Dpl cell area | a little under 900 um2 |
| Area added between synthesis and finish | 31.9% |
| TritonCTS Buffers | 3 |
| Routability cong. | ~0.83 |
| Max IR drop VDD | roughly 300 uV |
| CTS root buffer | clkbuf_8 |
| Die X | 89 um |
| Endpoints failing setup | 0 |
| Post-Place Cells | 128 |
| Worst Skew | between 0.0006 and 0.0007 ns |
| I/O pin cnt | 12 |
| Log Warnings | 27 |
| Slew at the pin closest to its max-slew limit | between 0.3 and 0.4 ns |
| Period utilization | 88.6% |
| Synthesized cell area | 706 um2 |
| Via/cell ratio | between 3 and 4 |
| Die area | just under 8000 um2 |
| Hold Crit Class | register to register |
| WP data arrival | 1.64 ns |
| Vias in the first global route | 461 |
| Synth cell types | 20 |
| Crit Reg-Reg Startpoint | counter[7] |
| Hold Slack | between 0.4 and 0.5 ns |
| Post-synth area hogs | dfxtp_1 (60%), ha_1 (5.3%), xor2_1 (5.0%) |
| Yosys stat area | 706 um2 |
| Place WS | around 0.23 ns |
| Yosys top cell by area | dfxtp_1 |
| H-tree depth | 1 |
| Late-Pin Clk Latency | 0.25 ns |
| Yosys reg bits | 21 |
| Total Power | about 0.8 mW |
| Dpl hpwl | between 800 and 900 um |
| Unrepaired setup endpoints after global routing | false |
| Crit path kind | register to register |
| # port buffers | 11 |
| Synth Seq Share | between 50% and 60% |
| Row count | 25 |
| Routed wire length | 1.19 mm |
| Die H | slightly below 90 um |
| Max clock buf depth | 2 |
| Critical Path RT | roughly 1.8 ns |
| Sink Count | 21 |
| Yosys stat cell total | 63 |
| Rel. slew slack | between 70% and 80% |
| Post-cts sizing count | 0 |
| Util after Layout | approximately a fifth |
| # Max-Cap Violations | 0 |
| Core Box Area | between 4000 and 5000 um2 |
| HP Start | counter[7] |
| Final slew viol count | 0 |
| Worst Setup End Kind | register |
| CP Launch Point | counter[7] |
| Post-Layout Cell Count | 132 |
| Overall Global Routing Usage | 3.08% |
| Peak Freq | roughly 660 MHz |
| Vias | around 480 |
| Average cell area after synthesis | about 11 um2 |
| Remaining Overflow, GRT | 0 |
| Post-Synthesis Cells | roughly 63 |
| 1st-iter DRT viols | about 51 |
| Hold violation total from the final report | 0 |
| Startpoint types | register |
| Status | completed |
| Pwr Density | 859 nW/um2 |
| Cts hold-fix bufs | 0 |
| Yosys warns | 1 |
| Largest net degree at the start of global routing | 12 |
| Leakage | between 0.3 and 0.4 nW |
| Filler instances | 470 |
| CTS tree | built |
| Antenna Cells | 0 |
| First-pass GRT wire length | 2.06 mm |
| Starting Density | ~15% |
| Routed WL per cell | roughly 9 um |
| Remaining DRCs | 0 |
| Top-area cell share | between 50% and 60% |
| Post-CTS setup repair buffer count | 0 |
==> state kept, by name, summed over array words and instances (netlist names) <==
register	count
o_hde	1
counter	10
o_x	9
o_hsync	1
==> Yosys cell counts <==
master and number:
or4_1 1, buf_2 1, xnor2_1 3, a21oi_1 3
nand3_1 4, nand4_1 1, nor2b_1 1, dfxtp_1 21
a211oi_1 1, ha_1 3, inv_1 2, nor2_1 6
nand2_1 2, nor3_1 3, o31ai_1 1, o21ai_0 1
xor2_1 4, and3_1 3, or4b_4 1, nor4_4 1
==> metal layers <==
metal	GRT usage, %	share of wire (%)	vias to the layer above
li1	-	-	247
met1	4.13	47	219
met2	4.79	42	9
met3	0.551	6.9	2
met4	1.30	3.4	0
met5	0	0	-
==> critical path, cell delays in order (launching register included) <==
cell and delay [ns]:
dfxtp_1 0.35, or4b_4 0.57, nor4_4 0.38, nor2_1 0.09
==> worst paths after layout <==
check               endpoint  slack, ns  cells past startpoint
hold / removal        o_x[7]       0.41                      0
setup reg to reg  counter[2]       0.19                      3
hold reg to reg       o_x[7]       0.41                      0
setup / recovery  counter[2]       0.19                      3
==> placed cells by master (no fill, tap or decap), drive strengths merged, types with 4 or more instances in the layout <==
cell / Yosys / layout
dfxtp: 21 / 21
clkbuf: 0 / 4
clkdlybuf4s50: 0 / 11
xor2: 4 / 4
nor2: 6 / 6
nand3: 4 / 4
==> power breakdown <==
group / internal, mW / switching, mW
logic: 0 / 0
clock network: 0.166 / 0.142
registers: 0.492 / 0
==> area by class of cell <==
cell class,instances,area (um2),share of cell area [%]
timing repair buffer,12,118,12.6
multi-input combinational,39,273,29.3
clock buffer,4,45.0,4.84
sequential,21,420,45.2
tap,54,67.6,7.26
inverter,2,7.51,0.806
==> logic make-up after synthesis <==
| kind of cell | share of synthesized area (%) |
|---|---|
| compound gates | 4.96 |
| xor+xnor | 8.69 |
| fa+ha+maj | 5.32 |
| buf+inv | 1.77 |
| flops | 59.6 |
| simple gates | 19.7 |
No activity file was given, so power comes from the tool's default toggle rates.
